--- flow/run.sh ---
#!/bin/bash
# OpenROAD 26Q1-2900-gdf79404cd8, Yosys 0.63+post, stock flow scripts
make -C /OpenROAD-flow-scripts/flow DESIGN_CONFIG=/design/flow/config.mk WORK_HOME=/design/flow/orfs finish
--- flow/config.mk ---
export PLATFORM = sky130hd
export DESIGN_NAME = impl_top
export DESIGN_NICKNAME = impl_top
export VERILOG_FILES = /design/flow/design.v
export SDC_FILE = /design/flow/constraint.sdc
export NUM_CORES = 4
export LEC_CHECK = 1
export CORE_UTILIZATION = 40
--- flow/constraint.sdc ---
current_design impl_top

set clk_period 4.9
set clk_io_pct 0.2

create_clock -name clk0 -period $clk_period [get_ports {clk}]

set non_clock_inputs [all_inputs -no_clocks]
set_input_delay [expr $clk_period * $clk_io_pct] -clock clk0 $non_clock_inputs
set_output_delay [expr $clk_period * $clk_io_pct] -clock clk0 [all_outputs]
--- flow/design.v ---
module impl_top (
input               clk     ,  
input               sw_0    ,  
input               sw_1    ,  
input   wire        uart_rxd,  
output  wire        uart_txd,  
output  wire [7:0]  led
);
parameter CLK_HZ = 50000000;
parameter BIT_RATE =   9600;
parameter PAYLOAD_BITS = 8;
wire [PAYLOAD_BITS-1:0]  uart_rx_data;
wire        uart_rx_valid;
wire        uart_rx_break;
wire        uart_tx_busy;
wire [PAYLOAD_BITS-1:0]  uart_tx_data;
wire        uart_tx_en;
reg  [PAYLOAD_BITS-1:0]  led_reg;
assign      led = led_reg;
assign uart_tx_data = uart_rx_data;
assign uart_tx_en   = uart_rx_valid;
always @(posedge clk) begin
    if(!sw_0) begin
        led_reg <= 8'hF0;
    end else if(uart_rx_valid) begin
        led_reg <= uart_rx_data[7:0];
    end
end
uart_rx #(
.BIT_RATE(BIT_RATE),
.PAYLOAD_BITS(PAYLOAD_BITS),
.CLK_HZ  (CLK_HZ  )
) i_uart_rx(
.clk          (clk          ),  
.resetn       (sw_0         ),  
.uart_rxd     (uart_rxd     ),  
.uart_rx_en   (1'b1         ),  
.uart_rx_break(uart_rx_break),  
.uart_rx_valid(uart_rx_valid),  
.uart_rx_data (uart_rx_data )   
);
uart_tx #(
.BIT_RATE(BIT_RATE),
.PAYLOAD_BITS(PAYLOAD_BITS),
.CLK_HZ  (CLK_HZ  )
) i_uart_tx(
.clk          (clk          ),
.resetn       (sw_0         ),
.uart_txd     (uart_txd     ),
.uart_tx_en   (uart_tx_en   ),
.uart_tx_busy (uart_tx_busy ),
.uart_tx_data (uart_tx_data ) 
);
endmodule
module uart_rx(
input  wire       clk          ,  
input  wire       resetn       ,  
input  wire       uart_rxd     ,  
input  wire       uart_rx_en   ,  
output wire       uart_rx_break,  
output wire       uart_rx_valid,  
output reg  [PAYLOAD_BITS-1:0] uart_rx_data    
);
parameter   BIT_RATE        = 9600;  
localparam  BIT_P           = 1_000_000_000 * 1/BIT_RATE;  
parameter   CLK_HZ          =    50_000_000;
localparam  CLK_P           = 1_000_000_000 * 1/CLK_HZ;  
parameter   PAYLOAD_BITS    = 8;
parameter   STOP_BITS       = 1;
localparam       CYCLES_PER_BIT     = BIT_P / CLK_P;
localparam       COUNT_REG_LEN      = 1+$clog2(CYCLES_PER_BIT);
reg rxd_reg;
reg rxd_reg_0;
reg [PAYLOAD_BITS-1:0] recieved_data;
reg [COUNT_REG_LEN-1:0] cycle_counter;
reg [3:0] bit_counter;
reg bit_sample;
reg [2:0] fsm_state;
reg [2:0] n_fsm_state;
localparam FSM_IDLE = 0;
localparam FSM_START= 1;
localparam FSM_RECV = 2;
localparam FSM_STOP = 3;
assign uart_rx_break = uart_rx_valid && ~|recieved_data;
assign uart_rx_valid = fsm_state == FSM_STOP && n_fsm_state == FSM_IDLE;
always @(posedge clk) begin
    if(!resetn) begin
        uart_rx_data  <= {PAYLOAD_BITS{1'b0}};
    end else if (fsm_state == FSM_STOP) begin
        uart_rx_data  <= recieved_data;
    end
end
wire next_bit     = cycle_counter == CYCLES_PER_BIT ||
                        fsm_state       == FSM_STOP && 
                        cycle_counter   == CYCLES_PER_BIT/2;
wire payload_done = bit_counter   == PAYLOAD_BITS  ;
always @(*) begin : p_n_fsm_state
    case(fsm_state)
        FSM_IDLE : n_fsm_state = rxd_reg      ? FSM_IDLE : FSM_START;
        FSM_START: n_fsm_state = next_bit     ? FSM_RECV : FSM_START;
        FSM_RECV : n_fsm_state = payload_done ? FSM_STOP : FSM_RECV ;
        FSM_STOP : n_fsm_state = next_bit     ? FSM_IDLE : FSM_STOP ;
        default  : n_fsm_state = FSM_IDLE;
    endcase
end
integer i = 0;
always @(posedge clk) begin : p_recieved_data
    if(!resetn) begin
        recieved_data <= {PAYLOAD_BITS{1'b0}};
    end else if(fsm_state == FSM_IDLE             ) begin
        recieved_data <= {PAYLOAD_BITS{1'b0}};
    end else if(fsm_state == FSM_RECV && next_bit ) begin
        recieved_data[PAYLOAD_BITS-1] <= bit_sample;
        for ( i = PAYLOAD_BITS-2; i >= 0; i = i - 1) begin
            recieved_data[i] <= recieved_data[i+1];
        end
    end
end
always @(posedge clk) begin : p_bit_counter
    if(!resetn) begin
        bit_counter <= 4'b0;
    end else if(fsm_state != FSM_RECV) begin
        bit_counter <= {COUNT_REG_LEN{1'b0}};
    end else if(fsm_state == FSM_RECV && next_bit) begin
        bit_counter <= bit_counter + 1'b1;
    end
end
always @(posedge clk) begin : p_bit_sample
    if(!resetn) begin
        bit_sample <= 1'b0;
    end else if (cycle_counter == CYCLES_PER_BIT/2) begin
        bit_sample <= rxd_reg;
    end
end
always @(posedge clk) begin : p_cycle_counter
    if(!resetn) begin
        cycle_counter <= {COUNT_REG_LEN{1'b0}};
    end else if(next_bit) begin
        cycle_counter <= {COUNT_REG_LEN{1'b0}};
    end else if(fsm_state == FSM_START || 
                fsm_state == FSM_RECV  || 
                fsm_state == FSM_STOP   ) begin
        cycle_counter <= cycle_counter + 1'b1;
    end
end
always @(posedge clk) begin : p_fsm_state
    if(!resetn) begin
        fsm_state <= FSM_IDLE;
    end else begin
        fsm_state <= n_fsm_state;
    end
end
always @(posedge clk) begin : p_rxd_reg
    if(!resetn) begin
        rxd_reg     <= 1'b1;
        rxd_reg_0   <= 1'b1;
    end else if(uart_rx_en) begin
        rxd_reg     <= rxd_reg_0;
        rxd_reg_0   <= uart_rxd;
    end
end
endmodule
module uart_tx(
input  wire         clk         ,  
input  wire         resetn      ,  
output wire         uart_txd    ,  
output wire         uart_tx_busy,  
input  wire         uart_tx_en  ,  
input  wire [PAYLOAD_BITS-1:0]   uart_tx_data   
);
parameter   BIT_RATE        = 9600;  
localparam  BIT_P           = 1_000_000_000 * 1/BIT_RATE;  
parameter   CLK_HZ          =    50_000_000;
localparam  CLK_P           = 1_000_000_000 * 1/CLK_HZ;  
parameter   PAYLOAD_BITS    = 8;
parameter   STOP_BITS       = 1;
localparam       CYCLES_PER_BIT     = BIT_P / CLK_P;
localparam       COUNT_REG_LEN      = 1+$clog2(CYCLES_PER_BIT);
reg txd_reg;
reg [PAYLOAD_BITS-1:0] data_to_send;
reg [COUNT_REG_LEN-1:0] cycle_counter;
reg [3:0] bit_counter;
reg [2:0] fsm_state;
reg [2:0] n_fsm_state;
localparam FSM_IDLE = 0;
localparam FSM_START= 1;
localparam FSM_SEND = 2;
localparam FSM_STOP = 3;
assign uart_tx_busy = fsm_state != FSM_IDLE;
assign uart_txd     = txd_reg;
wire next_bit     = cycle_counter == CYCLES_PER_BIT;
wire payload_done = bit_counter   == PAYLOAD_BITS  ;
wire stop_done    = bit_counter   == STOP_BITS && fsm_state == FSM_STOP;
always @(*) begin : p_n_fsm_state
    case(fsm_state)
        FSM_IDLE : n_fsm_state = uart_tx_en   ? FSM_START: FSM_IDLE ;
        FSM_START: n_fsm_state = next_bit     ? FSM_SEND : FSM_START;
        FSM_SEND : n_fsm_state = payload_done ? FSM_STOP : FSM_SEND ;
        FSM_STOP : n_fsm_state = stop_done    ? FSM_IDLE : FSM_STOP ;
        default  : n_fsm_state = FSM_IDLE;
    endcase
end
integer i = 0;
always @(posedge clk) begin : p_data_to_send
    if(!resetn) begin
        data_to_send <= {PAYLOAD_BITS{1'b0}};
    end else if(fsm_state == FSM_IDLE && uart_tx_en) begin
        data_to_send <= uart_tx_data;
    end else if(fsm_state       == FSM_SEND       && next_bit ) begin
        for ( i = PAYLOAD_BITS-2; i >= 0; i = i - 1) begin
            data_to_send[i] <= data_to_send[i+1];
        end
    end
end
always @(posedge clk) begin : p_bit_counter
    if(!resetn) begin
        bit_counter <= 4'b0;
    end else if(fsm_state != FSM_SEND && fsm_state != FSM_STOP) begin
        bit_counter <= {COUNT_REG_LEN{1'b0}};
    end else if(fsm_state == FSM_SEND && n_fsm_state == FSM_STOP) begin
        bit_counter <= {COUNT_REG_LEN{1'b0}};
    end else if(fsm_state == FSM_STOP&& next_bit) begin
        bit_counter <= bit_counter + 1'b1;
    end else if(fsm_state == FSM_SEND && next_bit) begin
        bit_counter <= bit_counter + 1'b1;
    end
end
always @(posedge clk) begin : p_cycle_counter
    if(!resetn) begin
        cycle_counter <= {COUNT_REG_LEN{1'b0}};
    end else if(next_bit) begin
        cycle_counter <= {COUNT_REG_LEN{1'b0}};
    end else if(fsm_state == FSM_START || 
                fsm_state == FSM_SEND  || 
                fsm_state == FSM_STOP   ) begin
        cycle_counter <= cycle_counter + 1'b1;
    end
end
always @(posedge clk) begin : p_fsm_state
    if(!resetn) begin
        fsm_state <= FSM_IDLE;
    end else begin
        fsm_state <= n_fsm_state;
    end
end
always @(posedge clk) begin : p_txd_reg
    if(!resetn) begin
        txd_reg <= 1'b1;
    end else if(fsm_state == FSM_IDLE) begin
        txd_reg <= 1'b1;
    end else if(fsm_state == FSM_START) begin
        txd_reg <= 1'b0;
    end else if(fsm_state == FSM_SEND) begin
        txd_reg <= data_to_send[0];
    end else if(fsm_state == FSM_STOP) begin
        txd_reg <= 1'b1;
    end
end
endmodule
==> reports/qor.log <==
[grt] GRT Total Usage 15.8%
[place] Place WS 1.41 ns
[die] number of placement rows 34
[clock_network] clk root buf sky130_fd_sc_hd__clkbuf_8
[place] DPL Wire Length 4.81 mm
[synth] fraction of registers with async set or reset after synthesis 0%
[final_timing] final-report hold violation count 0
[clock_network] Skew-Pair Late Insertion Delay 0.34 ns
[grt] grt total ovfl 0
[final_layout] largest registers i_uart_rx.cycle_counter (14), i_uart_tx.cycle_counter (14)
[clock_network] clock-pin transition on the worst setup and hold timing paths 0.08 ns
[final_timing] top achievable clock speed 0.319 GHz
[final_layout] layout cell share with drive strength beyond 1 6.62%
[run_status] outcome finished clean
[final_timing] setup repair after global routing missed its margin no
[worst_setup_path] setup slack, reg-to-reg 2.36 ns
[die] FP Core Util 41.9%
[worst_setup_path] startpoint of the most critical setup path sw_0
[clock_network] number of gates resized after cts 0
[min_path] type of the most critical hold path reg -> reg
[clock_network] post-CTS setup-driven buffer insertion count 0
[worst_setup_path] Setup Crit Path Kind in -> reg
[synth] post-synthesis sequential element count 80
[grt] via count of the first global-routing pass 2605
[place] cell area reported after detailed placement 0.00393 mm^2
[detailed_routing] vias after detailed routing 2845
[synth] chip area from the yosys synthesis statistics 0.00371 mm^2
[grt] global-route wire length before repair 12.4 mm
[power_and_ir_drop] peak supply drop 0.000137 V
[synth] number of enable-type register cells in the synthesized netlist 0
[clock_network] CTS tree yes
[synth] top flip-flop cell by instance count after synthesis sky130_fd_sc_hd__dfxtp_1
[synth] average instance area after synthesis 9.07 um^2
[detailed_routing] DRC viols 0
[die] die height 98.3 um
[worst_setup_path] kind of start point of the critical path input pin
[worst_setup_path] worst r2r path cells 5
[final_layout] signed area change from the synthesized netlist to the final layout 11.4%
[clock_network] H-tree Lvls 3
[final_layout] post-route cell area 0.00413 mm^2
[run] max-cap violations 0
[final_timing] final clock period utilization by the worst path 64.0%
[detailed_routing] number of optimization iterations in the first detailed-route pass 6
[final_timing] final max-slew violation count 0
[power_and_ir_drop] leakage power 1.36 nW
[worst_setup_path] critical-path maximum fanout 21
[final_timing] clock tree skew after final layout 0.00812 ns
[die] floorplan core area 0.00885 mm^2
[detailed_routing] number of violations reported at the end of detailed-routing iteration 0 106
[final_timing] relative slew slack 50.6%
[detailed_routing] tally of nets with antenna violations remaining after routing 0
[worst_setup_path] FF-to-FF End i_uart_rx.cycle_counter[8]$_SDFFE_PP0P_
[power_and_ir_drop] power per cell area 286 mW/mm^2
[final_timing] slew at the pin closest to its max-slew limit 0.739 ns
[die] area of the die 0.00966 mm^2
[synth] Seq share, synth 43.2%
[run] tool warning count 31
[clock_network] clock tree sinks 80
[grt] pin count of the biggest net entering global routing 22
[place] final weighted congestion in routability-driven placement 0.827
[synth] cell type with the largest total area after synthesis sky130_fd_sc_hd__dfxtp_1
[final_timing] post-route setup slack 1.76 ns
[worst_setup_path] kind of end point of the critical path flip-flop
[final_timing] final setup violating endpoints 0
[clock_network] worst-case clock buffer depth 2
[worst_setup_path] worst flop-to-flop path startpoint i_uart_rx.cycle_counter[12]$_SDFFE_PP0P_
[synth] number of standard cells reported by yosys 409
[final_timing] final critical delay including setup and external delays 3.14 ns
[worst_setup_path] endpoint arrival time on the critical path 3.42 ns
[synth] Cell area leaders sky130_fd_sc_hd__dfxtp_1 43%, sky130_fd_sc_hd__mux2i_1 11%, sky130_fd_sc_hd__nand2_1 4.6%, sky130_fd_sc_hd__a211oi_1 3.8%, sky130_fd_sc_hd__nor2_1 3.4%
[final_timing] final setup TNS 0 ns
[final_layout] final standard cell utilization of the core 46.7%
[synth] cell area after synthesis 0.00371 mm^2
[synth] cell with the most instances after synthesis sky130_fd_sc_hd__dfxtp_1
[synth] ranking of synthesized cells by instance count 80 x sky130_fd_sc_hd__dfxtp_1, 45 x sky130_fd_sc_hd__nand2_1, 40 x sky130_fd_sc_hd__mux2i_1
[die] top-level port count 13
[clock_network] hold buffer count at cts 0
[detailed_routing] average vias per placed instance 5.36
[synth] area fraction of the dominant cell type after synthesis 43.2%
[synth] Yosys warning count 3
[worst_setup_path] crit path capture i_uart_rx.recieved_data[3]$_SDFFE_PP0P_
[synth] count of different cell masters after synthesis 46
[worst_setup_path] critical path data required time 5.18 ns
[detailed_routing] WL per Instance 13.2 um
[detailed_routing] Detailed Route WL 6.98 mm
[grt] initial antenna violation count 0
[die] Die X-Extent 98.3 um
[synth] instance count of the mapped netlist 409
[place] number of input and output port buffers inserted 11
[detailed_routing] final antenna diode count 0
[clock_network] clock buffer count from CTS 9
-- critical path, stage by stage --
cell                              delay [ns]
sky130_fd_sc_hd__clkdlybuf4s50_1        0.94
sky130_fd_sc_hd__inv_1                  0.53
sky130_fd_sc_hd__nor2_1                 0.63
sky130_fd_sc_hd__nand2_1                0.17
sky130_fd_sc_hd__mux2i_1                0.15
-- worst min-delay path by stage --
stage                                   from                           end  slack [ns]  depth (start not counted)
CTS           i_uart_rx.rxd_reg_0$_SDFF_PN1_  i_uart_rx.rxd_reg$_SDFF_PN1_        0.43                          1
global route  i_uart_rx.rxd_reg_0$_SDFF_PN1_  i_uart_rx.rxd_reg$_SDFF_PN1_        0.45                          1
finish        i_uart_rx.rxd_reg_0$_SDFF_PN1_  i_uart_rx.rxd_reg$_SDFF_PN1_        0.42                          1
-- layout make-up --
type / count / area, um^2
Fill cell: 839 / 4720
Sequential cell: 80 / 1600
Clock buffer: 10 / 138
Multi-Input combinational cell: 295 / 1980
Tap cell: 108 / 135
Inverter: 15 / 56.3
Timing Repair Buffer: 17 / 155
Clock inverter: 6 / 67.6
-- report_power, final --
group | switching (mW) | leakage (nW) | internal, mW | total (mW)
Combinational | 0.0215 | 0.615 | 0.00936 | 0.0309
Sequential | 0.00244 | 0.645 | 0.652 | 0.654
Clock | 0.244 | 0.0989 | 0.251 | 0.495
Total | 0.268 | 1.36 | 0.912 | 1.18
-- through the flow --
step | hold WS, ns | power [mW] | instances
2_1_floorplan | 0.386 | 0.691 | 409
3_3_place_gp | 0.392 | 0.701 | 515
3_5_place_dp | 0.404 | 0.701 | 515
4_1_cts | 0.427 | 1.20 | 531
5_1_grt | 0.446 | 1.24 | 531
6_report | 0.423 | 1.18 | 531
-- cells in the final DEF, fill, tap and decap left out, drive strengths merged, types with 12 or more instances in the layout --
cell	n
or3	13
nor2	34
inv	16
mux2i	40
nand2	45
dfxtp	80
nor3	17
a211oi	19
a21oi	12
nand3	17
xor2	12
-- metal layers --
layer  vias to the layer above  wire, um  global-route usage (%)
met2                        35      2990                    23.9
li1                       1482         -                       -
met1                      1323      3630                    24.5
met4                         0        76                    1.95
met3                         5       284                    3.20
met5                         -         0                       0
-- logic make-up after synthesis --
group / Yosys count / share of synthesized area (%)
compound gates: 53 / 9.72
xor+xnor: 20 / 4.72
fa+ha+maj: 9 / 3.04
buf+inv: 34 / 3.58
flops: 80 / 43.2
mux: 40 / 10.8
simple gates: 173 / 25.0
Power figures rest on the tool's default switching activity, not on a simulated workload.
